===== /design/flow/run.sh =====
#!/bin/bash
# OpenROAD 26Q1-2900-gdf79404cd8, Yosys 0.63+post, stock flow scripts
make -C /OpenROAD-flow-scripts/flow DESIGN_CONFIG=/design/flow/config.mk WORK_HOME=/design/flow/orfs finish

===== /design/flow/config.mk =====
export PLATFORM = sky130hd
export DESIGN_NAME = output_fifo
export DESIGN_NICKNAME = output_fifo
export VERILOG_FILES = /design/flow/design.v
export SDC_FILE = /design/flow/constraint.sdc
export NUM_CORES = 4
export LEC_CHECK = 1
export CORE_UTILIZATION = 50

===== /design/flow/constraint.sdc =====
current_design output_fifo

set clk_period 10.8
set clk_io_pct 0.2

create_clock -name clk0 -period $clk_period [get_ports {clk}]

set non_clock_inputs [all_inputs -no_clocks]
set_input_delay [expr $clk_period * $clk_io_pct] -clock clk0 $non_clock_inputs
set_output_delay [expr $clk_period * $clk_io_pct] -clock clk0 [all_outputs]

===== /design/flow/design.v =====
module output_fifo (clk, reset, data_in, wr_en, capacity, AXIS_TDATA, AXIS_TVALID, AXIS_TREADY);
	parameter OUTW=28, DEPTH=8;
	localparam LOGDEPTH=$clog2(DEPTH);
	input clk, reset, wr_en, AXIS_TREADY;
	input [OUTW-1:0] data_in;
	output logic [OUTW-1:0] AXIS_TDATA;
	output logic AXIS_TVALID;
	output logic [($clog2(DEPTH+1))-1:0] capacity;
	logic clearhead, incrhead, cleartail, clearcap, incrcap, decrcap;
	logic incrtail;
	logic [LOGDEPTH-1:0] counthead;
	logic [LOGDEPTH-1:0] counttail, addr;
	logic rd_en;
	memory_dual_port #(OUTW, DEPTH) memdual(data_in, AXIS_TDATA, counthead, addr, clk, wr_en);
	head #(DEPTH) counterhead (clk, clearhead, incrhead, counthead);
	tail #(DEPTH) countertail (clk, cleartail, incrtail, counttail);
	capacity #(DEPTH) countercapacity (clk, clearcap, incrcap, decrcap, capacity);
	parameter START = 0, OPERATION = 1;
	logic state, nextState;
	always_ff @(posedge clk) begin
		if (reset == 1)
			state <= START;
		else
			state <= nextState;
	end
	always_comb begin
		if (state == START)
			nextState = OPERATION;
		else if (state == OPERATION)
			nextState = OPERATION;
		else 
			nextState = START;
	end
	always_comb begin
		if (rd_en)
			if (counttail==DEPTH-1)
				addr = 0;
			else 
				addr = counttail+1;
		else 
			addr = counttail;
	end
	assign AXIS_TVALID = ((state==OPERATION) && (capacity<DEPTH));
	assign rd_en = (AXIS_TREADY==1 && AXIS_TVALID==1);
	assign clearhead = (state==START);
	assign cleartail = (state==START);
	assign clearcap = (state==START);
	assign incrhead = (state==OPERATION && wr_en==1);
	assign incrtail = (state==OPERATION && rd_en==1);
	assign incrcap = (state==OPERATION && rd_en==1 && wr_en==0);
	assign decrcap = (state==OPERATION && wr_en==1 && rd_en==0);
endmodule 
module memory_dual_port #(
 parameter WIDTH=16, SIZE=64,
 localparam LOGSIZE=$clog2(SIZE)
 )(
 input [WIDTH-1:0] data_in,
 output logic [WIDTH-1:0] data_out,
 input [LOGSIZE-1:0] write_addr, read_addr,
 input clk, wr_en
 );
 logic [SIZE-1:0][WIDTH-1:0] mem;
 always_ff @(posedge clk) begin
 data_out <= mem[read_addr];
 if (wr_en) begin
 mem[write_addr] <= data_in;
 if (read_addr == write_addr)
 data_out <= data_in;
 end
 end
endmodule
module head(clk, clearhead, incrhead, counthead);
	parameter H = 8;
	localparam LOGSIZE = $clog2(H);
	input clk, clearhead, incrhead;
	output logic [LOGSIZE-1:0] counthead;
	always_ff @(posedge clk) begin
		if (clearhead == 1)
			counthead<=0;
		else if (incrhead==1) begin
			if (counthead==H-1)
				counthead<=0;
			else
				counthead<=counthead+1;
		end
	end
endmodule
module tail(clk, cleartail, incrtail, counttail);
	parameter T =8;
	localparam LOGSIZE = $clog2(T);
	input clk, cleartail, incrtail;
	output logic [LOGSIZE-1:0] counttail;
	always_ff @(posedge clk) begin
		if (cleartail == 1)
			counttail<=0;
		else if (incrtail==1) begin
			if (counttail==T-1)
				counttail<=0;
			else
				counttail<=counttail+1;
		end
	end
endmodule	
module capacity(clk, clearcap, incrcap, decrcap, countcap);
	parameter C =8;
	localparam LOGSIZE = $clog2(C);
	input clk, clearcap, incrcap, decrcap;
	output logic [($clog2(C+1))-1:0] countcap;
	always_ff @(posedge clk) begin
		if (clearcap == 1)
			countcap<=C;
		else if (incrcap==1)
			countcap<=countcap+1;
		else if (decrcap==1)
			countcap<=countcap-1;
	end
endmodule	

==> run notes <==
Physical implementation status

The flow ran to the end, and the final reports show no timing, DRC or antenna violations. The count of warning messages emitted by the tools stands at 31. The number of hold violations in the final report stands at 0.

The final setup violation count stands at 0. Per the synthesis report, the XOR/XNOR share of the synthesized area is 0.00778. The tool flagged a number of max-cap violations equal to 0. The buffer depth of the longest clock path stands at 3. The iteration count recorded for the first detailed-route pass is 15. In the synthesis report, Yosys lists the chip area as 0.0158 mm^2. The worst path meets setup with 4.78 ns of slack. The final worst-path cycle share stands at 0.557. The tightest slew margin relative to the limit stands at 0.279. The number of global-route vias before repair stands at 13.5k. STA classifies the critical path startpoint as a flip-flop. The basic-gate share of the synthesized area counting and, or, nand and nor cells stands at 0.108.

The vertical die size stands at 180 um. For flop-to-flop paths, the worst setup slack is 4.78 ns. Entering global routing, the biggest net connects 77 pins. The capture point of the critical path was reported as memdual.mem[87]$_DFFE_PP_.

The area enclosed by the die boundary stands at 0.0322 mm^2. The worst setup slack before clock tree synthesis stands at 5.05 ns. Between the synthesized netlist and the finished layout, the area growth was recorded as 13.8%.

Per the summary, power density relative to cell area is 191 mW/mm^2. Of the synthesized area, sequential elements account for 0.476. The maximum vdd drop stands at 140 uV. The HPWL after detailed placement stands at 48,300 um. The capture point of the worst register-to-register path is recorded as memdual.mem[87]$_DFFE_PP_. The cell area that synthesis handed to floorplanning was 0.0158 mm^2. The synthesized area divided by synthesized cell count stands at 10.5 um^2.

The congestion estimate from routability-driven global placement came to 1.12. The clock period could shrink to 6.02 ns. After synthesis, the design contains 1,502 cells according to Yosys.

According to the timing report, the arrival time at the worst endpoint equals 6.34 ns. For reference, the final report shows the max-slew violation count at 0. The leakage power stands at 7.31 nW. The maximum operating frequency stands at 0.166 GHz.

The worst setup path is captured at a flip-flop. OpenSTA lists the critical path startpoint as counterhead.counthead[0]$_SDFFE_PN0P_. Final hold analysis gives a worst-case slack of 0.541 ns. STA lists the startpoint of the worst register-to-register path as counterhead.counthead[0]$_SDFFE_PN0P_. The count of cells in the finished layout, fillers not included, comes to 1,971. The initial antenna violation count came to 3.

In the synthesized netlist, the number of instances is 1,502. The width of the die stands at 180 um. The aoi/oai-family share of the synthesized area stands at 0.239. For this run, the detailed router reports a per-instance via density of 7.15. The largest stage delay on the critical path stands at 0.91 ns. At the end of the flow the core is filled with cells to 0.582. STA lists the startpoint of the worst hold path as countercapacity.countcap[2]$_SDFFE_PN0P_. The placeable core area stands at 0.0308 mm^2. CTS added clock buffers totalling 29.

Ranking logic cells in the layout by count gives the top entries 224 x sky130_fd_sc_hd__edfxtp_1, 186 x sky130_fd_sc_hd__nand2_1, 151 x sky130_fd_sc_hd__mux2i_1. The critical path goes through buf_4, fa_1, ha_1, fa_1, buf_4, or4_4, nor2_1, ha_1, clkinv_1, a21oi_1, nand2_1, a221o_1. The global-route usage over all layers stands at 0.453.

The first routing iteration left 1,998 violations. The yosys synthesis warning count stands at 5. Summed over all failing endpoints, the final setup total negative slack is 0 ns.

The fraction of final layout cells sized beyond drive strength 1 stands at 0.0966. The first global-routing pass estimated 96,800 um of wire. The number of distinct library cell variants in the gate-level netlist after synthesis stands at 75.

The clock sink count stands at 263. Buffers added to address setup during post-CTS repair amount to 0. In this run the number of H-tree levels came out at 1. Setup repair after global routing left no endpoint under its margin. TritonCTS built the clock tree. According to the hold report, the worst path is of the reg -> reg type. After clock tree synthesis, the clock-pin slew on the worst setup and hold paths is 0.06 ns. For reference, the mux area share after synthesis is 0.113.

The routed design has 68,300 um of wire. Per the CTS log, the root buffer master is sky130_fd_sc_hd__clkbuf_16. The final setup skew stands at 0.0183 ns.

The synthesized design contains 263 register bits. For this design, the slowest cell found on the critical path is sky130_fd_sc_hd__a21oi_1. The post-cts gate resize count stands at 0. The average detailed-routed wire length per instance stands at 34.6 um.

The number of filler cells placed in the layout stands at 2,530. 65 I/O pins were placed. The data required time at the worst endpoint stands at 11.12 ns.

The area share of fa/ha/maj cells after synthesis stands at 0.0170. The initialized floorplan defines 64 standard-cell rows. Counting only logic cells after layout, the most numerous master is sky130_fd_sc_hd__edfxtp_1.

The hold buffer count at CTS stands at 0. The detail route stage leaves a number of antenna-violating nets equal to 0. The worst setup path is of the reg -> reg kind. Per the timing report, the biggest fanout along the worst path comes to 34. The global route stage reports its total congestion overflow as 0. Yosys reported that registers with async set or reset make up 0. Yosys shows that the main logic family after synthesis is AND-OR/OR-AND gates. In the routed design, unresolved DRC markers number 0.

The total placed cells including tap cells stands at 1,915. The number of cells on the worst hold path is listed as 1. The floorplan step records an initial core utilization of 0.511.

The most used flip-flop cell after synthesis is sky130_fd_sc_hd__edfxtp_1. The insertion delay of the later-clocked pin in the worst-skew pair stands at 0.59 ns. The total of buffers placed on input and output ports stands at 64. In this run, synthesis inferred 224 flip-flops with an integrated enable. The via count of the routed design stands at 14.1k.

Looking at the max-slew report, the worst-margin pin has a slew of 1.07 ns. The worst register-to-register path has a depth of 12.
[flip-flops by register name (all words and copies together) (netlist names)]
signal,count
counterhead.counthead,3
countercapacity.countcap,4
countertail.counttail,3
memdual.data_out,28
state,1
memdual.mem,224
[through the flow]
step | area (um^2) | total power, mW
global placement | 17000 | 2.36
CTS | 17900 | 3.37
detailed placement | 17000 | 2.36
floorplan | 15800 | 1.90
global route | 17900 | 3.51
finish | 17900 | 3.42
[worst min-delay path by stage]
stage	to
after CTS	countercapacity.countcap[2]$_SDFFE_PN0P_
after global routing	countercapacity.countcap[2]$_SDFFE_PN0P_
final	countercapacity.countcap[2]$_SDFFE_PN0P_
[per-layer routing]
layer	GRT usage	routed length, um
met5	0.0178	166
met4	0.245	4930
met3	0.270	12000
met2	0.589	27400
met1	0.609	23900
[synth_stat cells, types with 6 or more instances]
library cell / number / area share
sky130_fd_sc_hd__a211oi_1: 7 / 0.0033
sky130_fd_sc_hd__nor3_1: 15 / 0.0048
sky130_fd_sc_hd__a22oi_1: 76 / 0.036
sky130_fd_sc_hd__or3_1: 9 / 0.0036
sky130_fd_sc_hd__ha_1: 15 / 0.012
sky130_fd_sc_hd__o221ai_1: 9 / 0.0050
sky130_fd_sc_hd__nand3_1: 21 / 0.0067
sky130_fd_sc_hd__o2bb2ai_1: 33 / 0.018
sky130_fd_sc_hd__a21o_1: 20 / 0.0095
sky130_fd_sc_hd__a22o_1: 83 / 0.046
sky130_fd_sc_hd__dfxtp_1: 39 / 0.050
sky130_fd_sc_hd__nand4_1: 10 / 0.0040
sky130_fd_sc_hd__inv_1: 24 / 0.0057
sky130_fd_sc_hd__a31oi_1: 6 / 0.0024
sky130_fd_sc_hd__a221o_1: 34 / 0.022
sky130_fd_sc_hd__mux4_2: 9 / 0.013
sky130_fd_sc_hd__a32o_1: 6 / 0.0038
sky130_fd_sc_hd__o21ai_0: 93 / 0.030
sky130_fd_sc_hd__edfxtp_1: 224 / 0.43
sky130_fd_sc_hd__a21oi_1: 57 / 0.018
sky130_fd_sc_hd__o22ai_1: 22 / 0.0087
sky130_fd_sc_hd__mux2i_1: 152 / 0.097
sky130_fd_sc_hd__buf_1: 13 / 0.0031
sky130_fd_sc_hd__xnor2_1: 11 / 0.0061
sky130_fd_sc_hd__o21ai_1: 6 / 0.0019
sky130_fd_sc_hd__nor2b_1: 17 / 0.0067
sky130_fd_sc_hd__buf_2: 44 / 0.014
sky130_fd_sc_hd__clkbuf_1: 54 / 0.013
sky130_fd_sc_hd__nand2_1: 186 / 0.044
sky130_fd_sc_hd__nand3b_1: 6 / 0.0029
sky130_fd_sc_hd__nor2_1: 92 / 0.022
sky130_fd_sc_hd__o211ai_1: 10 / 0.0048
[where the power goes]
| group | switching [mW] | internal [mW] |
|---|---|---|
| registers | 0.0670 | 1.25 |
| clock network | 0.427 | 0.591 |
| logic | 0.726 | 0.360 |
[worst max-delay path: cells and delay by family (launching register included)]
kind / cells / cell delay, ns
flops: 1 / 0.31
compound gates: 2 / 1.46
buf+inv: 3 / 0.95
simple gates: 3 / 1.40
fa+ha+maj: 4 / 1.62
[cell families (layout without fill, tap and decap cells)]
logic type / after synthesis / in the layout
AND/OR/NAND/NOR: 383 / 383
multiplexers: 166 / 166
buffers and inverters: 142 / 213
other: 0 / 2
adder cells (fa/ha/maj): 19 / 19
flip-flops: 263 / 263
XOR/XNOR: 14 / 14
AND-OR/OR-AND: 515 / 515
[area by class of cell]
type	count	area [um^2]	area share
multi-input combinational	1097	7690	0.428
sequential	263	7510	0.419
timing repair buffer	132	1170	0.0651
clock buffer	48	898	0.0501
tap	396	495	0.0276
inverter	27	101	0.00565
clock inverter	6	76.3	0.00425
antenna	2	5.00	0.000279
Power is estimated from default activity; no workload was simulated.
